`flow/constraint.sdc`:
```
current_design top_adder

set clk_period 43.7
set clk_io_pct 0.2

create_clock -name clk0 -period $clk_period [get_ports {clk}]

set non_clock_inputs [all_inputs -no_clocks]
set_input_delay [expr $clk_period * $clk_io_pct] -clock clk0 $non_clock_inputs
set_output_delay [expr $clk_period * $clk_io_pct] -clock clk0 [all_outputs]
```
`flow/run.sh`:
```
#!/bin/bash
# OpenROAD 26Q1-2900-gdf79404cd8, Yosys 0.63+post, stock flow scripts
make -C /OpenROAD-flow-scripts/flow DESIGN_CONFIG=/design/flow/config.mk WORK_HOME=/design/flow/orfs finish
```
`flow/config.mk`:
```
export PLATFORM = sky130hd
export DESIGN_NAME = top_adder
export DESIGN_NICKNAME = top_adder
export VERILOG_FILES = /design/flow/design.v
export SDC_FILE = /design/flow/constraint.sdc
export NUM_CORES = 4
export LEC_CHECK = 1
export CORE_UTILIZATION = 30
```
`flow/design.v`:
```
module ADDER(
input         wire         [31:0]        OP_A,  
input         wire         [31:0]        OP_B,
input         wire                       OP,
output        wire         [31:0]        IEEE_FORMAT
);
wire                           eop;
wire             [23:0]        result;
wire             [7:0]         DIFF;
wire             [23:0]        sr_mantissa;
wire             [4:0]         NUM_LEAD_ZERO;
wire                           sign;
wire             [7:0]         n_exponent;
wire             [23:0]        n_result;
wire                           carry;
wire           [7:0]            cal_exponent;
wire                     	    equal;                 
wire           [7:0]            s_exponent;           
wire           [7:0]            l_exponent;           
wire           [22:0]           l_mantissa;           
wire           [22:0]           s_mantissa;  
wire                            swap;  
wire                            sel_OUT;      
detect_large detect_large(
.A(OP_A),
.B(OP_B),
.equal(equal),                   
.s_exponent(s_exponent),           
.l_exponent(l_exponent),           
.l_mantissa(l_mantissa),           
.s_mantissa(s_mantissa),
.swap(swap)           
);
SUB SUB(
.exponent_A(l_exponent),
.exponent_B(s_exponent),
.exponents_diffrence(DIFF)
);
shift_right shift_right(
.mantissa({1'b1,s_mantissa}),
.N_DIFF(DIFF),
.N_mantissa(sr_mantissa)         
);
ALU ALU(
.eop(eop),
.large_m({1'b1,l_mantissa}),
.small_m(sr_mantissa),
.large_ex(l_exponent),
.small_ex(s_exponent),
.result(result),
.carry(carry)
);
EOP EOP(
.sign_a(OP_A[31]), 
.sign_b(OP_B[31]),
.op(OP),
.eop(eop) 
 );
sign_logic sign_logic(
.op(OP),
.OP_A_S(OP_A[31]),
.OP_B_S(OP_B[31]),
.equal(equal),
.sign(sign),
.swap(swap)
);
NORM NORM(
.result(result),
.exponent(cal_exponent),
.carry(carry),
.NUM_LEAD_ZERO(NUM_LEAD_ZERO),   
.n_result(n_result),
.n_exponent(n_exponent)
);
LZC LZC(
.result(result),
.NUM_LEAD_ZERO(NUM_LEAD_ZERO)           
);
MUX_2X1 #(8) MUX_2X1_OUT(
.A(l_exponent),
.B(8'd0),
.sel(sel_OUT),
.OUT(cal_exponent)
);
assign sel_OUT = equal & eop;
pack pack(
.sign(sign),
.mantissa(n_result[22:0]),
.exponent(n_exponent),
.IEEE_FORMAT(IEEE_FORMAT)
);
endmodule
module ALU(
input          wire                    eop,
input          wire       [23:0]       large_m,
input          wire       [23:0]       small_m,
input          wire       [7:0]       large_ex,
input          wire       [7:0]       small_ex,
output         reg        [23:0]       result,
output         reg                     carry
);
always@(*)
begin
	case(eop)
		1'b0 : begin
			if(large_m[22:0]==0 && small_m[22:0]==0 && large_ex == 0 && small_ex == 0) begin
				{carry,result} = {1'b0,1'b0,large_m[22:0]} + {1'b0,1'b0,small_m[22:0]};
		end
		else begin
			{carry,result} = {1'b0,large_m} + {1'b0,small_m};
		end
	end
		1'b1 : begin
			if(large_m[22:0]==0 && small_m[22:0]==0 && large_ex == 0 && small_ex == 0) begin
				{carry,result} = {1'b0,1'b0,large_m[22:0]} - {1'b0,1'b0,small_m[22:0]};
		end
		else begin
			{carry,result} = {1'b0,large_m} - {1'b0,small_m};
		end
	end
	endcase
end
endmodule
module EOP(
input          wire          sign_a, 
input          wire          sign_b,
input          wire          op,
output         wire          eop 
 );
assign eop = sign_a ^ op ^ sign_b;                    
endmodule
module LZC(
input          wire        [23:0]      result,
output         wire        [4:0]       NUM_LEAD_ZERO           
);
wire        [5:0]        a;
wire        [2:0]        q;
wire        [1:0]        z0;
wire        [1:0]        z1;
wire        [1:0]        z2;
wire        [1:0]        z3;
wire        [1:0]        z4;
wire   	    [1:0]        z5;
wire        [1:0]        z;                     
wire                     SEL_MUX_2X1_NLZ;
reduction_and reduction_and(
.a(a),
.SEL_MUX_2X1_NLZ(SEL_MUX_2X1_NLZ)
);
LZCE LZCE(
.a(a),
.q(q)
);
MUX_2X1 #(5) MUX_2X1_NLZ(
.A({q,z}),
.B(5'd0),
.sel(SEL_MUX_2X1_NLZ),
.OUT(NUM_LEAD_ZERO)
);
MUX_6X1 MUX_6X1(
.z0(z0),
.z1(z1),
.z2(z2),
.z3(z3),
.z4(z4),
.z5(z5),
.sel(q),
.out(z)
);
SLZC SLZC_0(
.b0(result[20]),
.b1(result[21]),
.b2(result[22]),
.b3(result[23]),
.a(a[5]),
.q0(z0[0]),
.q1(z0[1])
);
SLZC SLZC_1(
.b0(result[16]),
.b1(result[17]),
.b2(result[18]),
.b3(result[19]),
.a(a[4]),
.q0(z1[0]),
.q1(z1[1])
);
SLZC SLZC_2(
.b0(result[12]),
.b1(result[13]),
.b2(result[14]),
.b3(result[15]),
.a(a[3]),
.q0(z2[0]),
.q1(z2[1])
);
SLZC SLZC_3(
.b0(result[8]),
.b1(result[9]),
.b2(result[10]),
.b3(result[11]),
.a(a[2]),
.q0(z3[0]),
.q1(z3[1])
);
SLZC SLZC_4(
.b0(result[4]),
.b1(result[5]),
.b2(result[6]),
.b3(result[7]),
.a(a[1]),
.q0(z4[0]),
.q1(z4[1])
);
SLZC SLZC_5(
.b0(result[0]),
.b1(result[1]),
.b2(result[2]),
.b3(result[3]),
.a(a[0]),
.q0(z5[0]),
.q1(z5[1])
);
endmodule
module LZCE(
input       wire       [5:0]        a,
output      reg        [2:0]        q
);
always@(*)
begin
	casex(a)
		6'b0xxxxx:begin
			q = 3'b000;
		end
		6'b10xxxx:begin
			q = 3'b001;
		end
		6'b110xxx:begin
			q = 3'b010;
		end
		6'b1110xx:begin
			q = 3'b011 ;
		end
		6'b11110x:begin
			q = 3'b100;
		end
		6'b111110:begin
			q = 3'b101;
		end
		default:begin
			q = 3'b000;	
		end	
	endcase
end
endmodule
module MUX_2X1 #(parameter N = 8)(
input       wire       [N-1:0]       A,
input       wire       [N-1:0]       B,
input       wire                     sel,
output      reg        [N-1:0]       OUT
);
always@(*)
begin
	if(sel)
		begin
			OUT = B;
		end
	else
		begin
			OUT = A;
		end
end
endmodule
module MUX_6X1(
input         wire     [1:0]       z0,
input         wire     [1:0]       z1,
input         wire     [1:0]       z2,
input         wire     [1:0]       z3,
input         wire     [1:0]       z4,
input         wire     [1:0]       z5,
input         wire     [2:0]       sel,
output        reg      [1:0]       out
);
always@(*)
begin
	case(sel)
		3'b000:begin
			out = z0;
		end
		3'b001:begin
			out = z1;
		end
		3'b010:begin
			out = z2;
		end
		3'b011:begin
			out = z3;
		end
		3'b100:begin
			out = z4;
		end
		3'b101:begin
			out = z5;
		end
		default:begin
                       out = 2'b00;
                end
	endcase
end
endmodule
module NORM(
input          wire         [23:0]       result,
input          wire         [7:0]        exponent,
input          wire                      carry,
input          wire         [4:0]        NUM_LEAD_ZERO,   
output         reg          [23:0]       n_result,
output         reg          [7:0]        n_exponent
);
wire           [24:0]      mantissa; 
assign mantissa = {carry,result};
always@(*)
begin
	if(carry)
		begin
			n_result = mantissa >> 1;
			n_exponent = exponent + 1'b1;
		end
	else
		begin
			n_result = mantissa << NUM_LEAD_ZERO;
			n_exponent = exponent - NUM_LEAD_ZERO;
		end
end
endmodule
module SLZC(
input        wire      b0,
input        wire      b1,
input        wire      b2,
input        wire      b3,
output       wire	   a,
output       wire      q0,
output       wire      q1
);
assign a =  ~(b0 | b1 | b2 | b3) ;
assign q0 = ((~b3) & b2) | ((~b3) & (~b1));
assign q1 = (~b2) & (~b3);
endmodule
module SUB(
input      wire       [7:0]         exponent_A,
input      wire       [7:0]         exponent_B,
output     wire       [7:0]         exponents_diffrence
);
assign exponents_diffrence = exponent_A - exponent_B ;
endmodule
module detect_large(
input         wire          [31:0]           A,
input         wire          [31:0]           B,
output        reg                            equal,                      
output        reg           [7:0]            s_exponent,           
output        reg           [7:0]            l_exponent,           
output        reg           [22:0]           l_mantissa,           
output        reg           [22:0]           s_mantissa,
output        reg                            swap           
);
always@(*)
begin
	if(A[30:23] > B[30:23])
		begin
			equal = 1'b0;
			l_exponent = A[30:23];
			s_exponent = B[30:23];
			l_mantissa = A[22:0];
			s_mantissa = B[22:0];
			swap = 1'b0;
		end
	else if (A[30:23] < B[30:23])
		begin
			equal = 1'b0;
			l_exponent = B[30:23];
			s_exponent = A[30:23];
			l_mantissa = B[22:0];
			s_mantissa = A[22:0] ;
			swap = 1'b1;
		end
	else
		begin
			if(A[22:0] > B[22:0]) begin
			equal = 1'b0;
			l_exponent = A[30:23];
			s_exponent = B[30:23];
			l_mantissa = A[22:0];
			s_mantissa = B[22:0] ;
			swap = 1'b0;
			end
			else if(A[22:0] < B[22:0]) begin
			equal = 1'b0;
			l_exponent = B[30:23];
			s_exponent = A[30:23];
			l_mantissa = B[22:0];
			s_mantissa = A[22:0] ;
			swap = 1'b1;
		    end
			else
			begin
			equal = 1'b1;
			l_exponent = A[30:23];
			s_exponent = B[30:23];
			l_mantissa = A[22:0];
			s_mantissa = B[22:0] ;
			swap = 1'b0;
			end
		end
end
endmodule
module pack(
input       wire                             sign,
input       wire     [22:0]                  mantissa,
input       wire     [7:0]                   exponent,
output      wire     [31:0]                  IEEE_FORMAT
);
assign IEEE_FORMAT = {sign,exponent,mantissa};
endmodule
module reduction_and(
input     wire    [5:0]   a,
output    wire            SEL_MUX_2X1_NLZ
);
assign SEL_MUX_2X1_NLZ = & a;
endmodule
module shift_right(
input     wire      [23:0]         mantissa,
input     wire      [7:0]          N_DIFF,
output    wire      [23:0]         N_mantissa         
);
assign N_mantissa = mantissa >> N_DIFF ;
endmodule
module sign_logic(
input           wire              op,
input           wire              OP_A_S,
input           wire              OP_B_S,
input           wire              swap,
input           wire              equal,
output          reg               sign
);
always@(*)
begin
	if(equal)
		begin
			sign = (OP_A_S & op & ~OP_B_S) | (OP_A_S & ~op & OP_B_S) ;
		end
	else
		begin
			sign = (~swap & OP_A_S) | (swap & ~op & OP_B_S) | (swap & op & ~OP_B_S);                         
		end
end
endmodule
module temp_adder (
    input        wire         [31:0]          IEEE_FORMAT,
    input                                     en,
    input                                     rst,
    input                                     clk,
    output        reg         [31:0]          out,
    output        reg         [31:0]          OP_A  
);
reg [31:0] temp;
always @(posedge clk)begin
if(~en & ~rst)begin
    temp = 0;
    OP_A = temp;
end
else if (en & ~rst)begin
    temp = IEEE_FORMAT;
    OP_A = temp; 
    out = IEEE_FORMAT;  
end
else 
begin 
    out = temp;
    temp = 0;
    OP_A = 0;
end
end
endmodule
module top_adder (
    input         wire         [31:0]        OP_B,
    input                                     en,
    input                                     clk,
    input                                     rst,
    output                    [31:0]          out
);
wire [31:0]OP_A , IEEE_FORMAT;
 ADDER add(
    .OP_A               (OP_A),  
    .OP_B               (OP_B),
    .OP                 (1'b0),
    .IEEE_FORMAT        (IEEE_FORMAT)
    );
 temp_adder temp (
    .IEEE_FORMAT         (IEEE_FORMAT),
    .en                  (en),
    .rst                 (rst),
    .clk                 (clk),
    .out                 (out),
    .OP_A                (OP_A) 
    );
endmodule
```
==> Changelog: implementation <==
## Flow update

* Antenna violations before repair at 0
* First-pass GRT wire length at 76.9 mm
* Max Clock Skew at 0.00675 ns
* Post-placement cell area at 0.0122 mm^2
* # hold bufs at CTS at 0
* CTS tree: done
* Worst setup SP type: primary input
* Register area share after synthesis at 14.6%
* Slew Viols, Final at 0
* Avg WL per Cell at 25.5 um
* Final instance area at 0.0125 mm^2
* Latency at later pin at 0.33 ns
* Clock root buffer: clkbuf_16
* Area leader share at 10.6%
* CP endpoint kind: register
* Max Cap Viol at 0
* Port Buffer Count at 66
* CP max FO at 39
* Io pins at 67
* Final period utilization at 53.2%
* Placer Congestion at 1.06
* Peak Freq at 43.0 MHz
* Fin cells at 2034
* Drt total wl at 51.8 mm
* Initial Utilization at 30.7%
* Setup bufs post-CTS at 0
* Worst path max stage delay at 0.82 ns
* Syn Inst Count at 1533
* CTS sink cnt at 64
* Syn Area/Cell at 7.18 um^2
* CORE AREA at 0.0358 mm^2
* YS warnings at 9
* Htree depth at 3
* Vias per inst at 6.22
* Final ANT Viol Nets at 0
* Hold Vio Cnt, Final at 0
* Tool Warnings at 48
* Die height at 193 um
* Drt pass-1 iters at 18
* Chip area at 0.0374 mm^2
* Total grt overflow at 0
* Setup CP Type: primary input to register
* Area grow syn2layout at 13.6%
* Vias at 12700
* Crit path time final at 23.25 ns
* Actual slew at the worst max-slew pin at 0.936 ns
* Slowest cell on crit path: nor4b_1
* Clk buf depth at 2
* Async SR Flop Fraction at 0%
* Yosys stat area at 0.0110 mm^2
* Top cells excl fill/tap: nand2_1, a21oi_1, nor2_1, o21ai_0, inv_1
* Setup TNS at 0 ns
* Top cell excl fill/tap: nand2_1
* Largest net degree at the start of global routing at 52
* Critical Path AT at 23.33 ns
* Flip-flops with a built-in enable at 32
* GRT Total Usage at 27.7%
* Most used DFF post-synth: edfxtp_1
* Post-synth top area cell: ha_1
* Status: complete, no violations
* Share of cells above drive strength 1 at 7.57%
* Flops out of synthesis at 64
* Post-CTS sizing at 0
* RSZ-0062 raised after global routing: no
* HPWL after DPL at 42.1 mm
* FP Rows at 69
* Cell Type Count at 102
* Data required time at the worst endpoint at 43.78 ns
* Die X at 193 um
* Yosys cell count at 1533
* DRC at 0
* Min-Delay Path Class: register to register
* Clk slew on worst S/H paths at 0.05 ns
* Layout Utilization at 34.9%
* DR iter-0 viols at 1319
* Ranking of synthesized cells by area: ha_1, edfxtp_1, dfxtp_1
* Inst Count DP at 2018
* Slew margin rel. at 37.4%
* Final number of setup-violating endpoints at 0
* Synthesized area at 0.0110 mm^2
* Antenna cells at 0
* CTS buffer count at 9
* Vias in the first global route at 11900
[synth_stat cells (12+ instances only)]
| library cell | instances |
|---|---|
| inv_1 | 94 |
| nor4_1 | 28 |
| clkbuf_1 | 56 |
| a21o_1 | 30 |
| a211oi_1 | 23 |
| nor2b_1 | 19 |
| nand2_1 | 149 |
| o21ai_0 | 109 |
| nor3_1 | 58 |
| mux2i_1 | 41 |
| dfxtp_1 | 32 |
| o21ai_1 | 13 |
| a21oi_1 | 125 |
| nand4_1 | 25 |
| and3_1 | 13 |
| nor2_1 | 124 |
| a221oi_1 | 14 |
| nand2b_1 | 17 |
| and2_1 | 17 |
| a31oi_1 | 13 |
| mux2_2 | 12 |
| o21bai_1 | 13 |
| nand3_1 | 47 |
| edfxtp_1 | 32 |
| xnor2_1 | 22 |
| o22ai_1 | 21 |
| ha_1 | 93 |
| o211ai_1 | 31 |
[worst max-delay path, delay by kind of cell]
| family | cells | cell delay [ns] |
|---|---|---|
| buffers and inverters | 6 | 1.78 |
| AND-OR/OR-AND | 19 | 5.08 |
| AND/OR/NAND/NOR | 16 | 4.74 |
| adder cells (fa/ha/maj) | 6 | 1.99 |
| multiplexers | 2 | 0.39 |
| XOR/XNOR | 3 | 0.54 |
[sequential cells by signal, summed over array words and instances, names as in the netlist]
name / count
temp.out: 32
temp.OP_A: 32
[path summary, 6_finish.rpt]
check | from | to | slack [ns] | cells past startpoint
max | OP_B[21] | temp.out[30] | 20.45 | 52
min | temp.OP_A[31] | temp.OP_A[31] | 0.54 | 2
max reg2reg | temp.OP_A[14] | temp.out[30] | 29.02 | 50
min reg2reg | temp.OP_A[31] | temp.OP_A[31] | 0.54 | 2
[through the flow]
step | hold slack (ns) | worst slack (ns)
after floorplan | 0.493 | 23.21
after global routing | 0.566 | 19.69
after CTS | 0.533 | 20.80
final | 0.537 | 20.45
after detailed placement | 0.525 | 20.53
after global placement | 0.528 | 20.42
[per-layer routing]
layer / global-route usage (%) / routed length, um
met4: 11.2 / 2500
met3: 4.98 / 4230
met2: 44.0 / 23600
met1: 37.6 / 21500
met5: 0 / 0
[kinds of logic after synthesis]
group                    count (synthesis)  synth area share, %
AND-OR/OR-AND                          555                 34.6
XOR/XNOR                                33                 2.63
adder cells (fa/ha/maj)                 97                 11.3
buffers and inverters                  176                 6.37
flip-flops                              64                 14.6
multiplexers                            58                 5.90
AND/OR/NAND/NOR                        550                 24.6
[cell type report]
cell class              count  area, um^2
inverters                  97         364
well taps                 461         577
clock inverters             5        28.8
multi-input cells        1293        8720
clock buffers              11         264
fillers                  3765       23300
repair buffers            103         938
flip-flops and latches     64        1600
