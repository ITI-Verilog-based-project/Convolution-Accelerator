[flow/design.v]
module Multiplier(A, B,En, Out,Invalid_Num);
  input  [31:0] A, B;
  input         En;
  output wire [31:0] Out;
  output reg Invalid_Num;
  wire A_Sign;
  wire [7:0] A_Exponent;
  wire [23:0] A_Mantissa;
  wire B_Sign;
  wire [7:0] B_Exponent;
  wire [23:0] B_Mantissa;
  reg Result_Sign;
  reg [7:0] Result_Exponent;
  reg [47:0] Result;
  reg [22:0] Result_Mantissa;
assign A_Sign = A[31];
assign B_Sign = B[31];
assign A_Exponent = A[30:23];
assign B_Exponent = B[30:23];
assign A_Mantissa = {1'b1,A[22:0]};
assign B_Mantissa = {1'b1,B[22:0]};
always@(*)begin
     if(En)
       begin
			   if ((A_Exponent == 255 && A_Mantissa != 0) ) begin
				    Result_Sign = A_Sign;
				    Result_Exponent = A_Exponent;
				    Result_Mantissa = A_Mantissa;
            Invalid_Num = 1;
			   end else if ((B_Exponent == 255 && B_Mantissa  != 0) ) begin
				  Result_Sign = B_Sign;
				  Result_Exponent = B_Exponent;
				  Result_Mantissa = B_Mantissa;
          Invalid_Num = 1;
			   end else if ((A_Exponent == 255) || (B_Exponent == 255)) begin
				  Result_Sign = A_Sign ^ B_Sign;
				  Result_Exponent = 255;
				  Result_Mantissa = 0;
          Invalid_Num = 1;
          end
          else if (((A_Exponent == 0) && (A_Mantissa == {1'b1,23'b0})) || ((B_Exponent == 0) && (B_Mantissa == {1'b1,23'b0}) ))begin
            Result_Sign = 0;    
				    Result_Exponent = 0;
				    Result_Mantissa = 0;
				     Invalid_Num = 0;
          end else begin
          Invalid_Num = 0;
          Result_Sign = A_Sign ^ B_Sign;
          Result_Exponent = A_Exponent + B_Exponent - 8'd127;
         Result = A_Mantissa*B_Mantissa;
         if(Result[47] == 1'b1) begin
            Result = Result ;
            Result_Exponent = Result_Exponent + 1;
          end else if (Result[47]== 1'b0) begin
        	   Result = Result << 1 ; 
            Result_Exponent = Result_Exponent  ;
          end if (Result[23] && (Result[22:0] != 0))begin
            Result_Mantissa = Result[46:24]+1'b1;
          end else 
           Result_Mantissa = Result[46:24];
          end
          end
        else
          begin
            Result_Sign = 0;    
				    Result_Exponent = 0;
				    Result_Mantissa = 0;
          end
end
assign Out = {Result_Sign,Result_Exponent,Result_Mantissa};
endmodule
[flow/run.sh]
#!/bin/bash
# OpenROAD 26Q1-2900-gdf79404cd8, Yosys 0.63+post, stock flow scripts
make -C /OpenROAD-flow-scripts/flow DESIGN_CONFIG=/design/flow/config.mk WORK_HOME=/design/flow/orfs finish
[flow/config.mk]
export PLATFORM = sky130hd
export DESIGN_NAME = Multiplier
export DESIGN_NICKNAME = Multiplier
export VERILOG_FILES = /design/flow/design.v
export SDC_FILE = /design/flow/constraint.sdc
export NUM_CORES = 4
export LEC_CHECK = 1
export CORE_UTILIZATION = 40
[flow/constraint.sdc]
current_design Multiplier

set clk_period 47.7
set clk_io_pct 0.2

create_clock -name clk0 -period $clk_period

set non_clock_inputs [all_inputs -no_clocks]
set_input_delay [expr $clk_period * $clk_io_pct] -clock clk0 $non_clock_inputs
set_output_delay [expr $clk_period * $clk_io_pct] -clock clk0 [all_outputs]
==> impl_metrics.yaml <==
# synthesis and place-and-route metrics
final_timing:
  fmax_mhz: 34.28
  setup_ws_ns: 18.53
  setup_violations: 0
  finalClockPeriodUsage_pct: 61.16
  min_period_ns: 29.17
  untimed_endpoints: 2
  drv_slew: 0
  rsz0062_at_grt: "no"
  unclocked_pins: 1
  tightest_slew_ns: 0.9127
  hold_violations: 0
  tns_ns: 0
  slew_headroom_pct: 39.15
routing:
  post-route-drc-count: 0
  dr.pass1.iters: 5
  antenna_left: 0
  vias: 17230
  avgViaCountPerCell: 5.239
  wl_mm: 66.90
  drt_iter0_markers: 824
  wl_per_cell_um: 20.34
critical_path:
  critPathKind: "in2out"
  worstPathRequired_ns: 38.16
  worstSetupStartpointType: "primary input"
  crit_path_end_kind: "output pin"
  path_common_cell: "fa_1"
  critPathSlowestCell: "clkinv_1"
  critPathMaxStageDelay_ns: 0.58
  crit_fanout: 28
  arrival_ns: 19.63
logic_synthesis:
  yosys_area_mm2: 0.02156
  netlist_area_mm2: 0.02156
  ys_cells: 2582
  postSynthCellCount: 2582
  synth-warning-count: 1
  ff_type: "dlxtp_1"
  edf_count: 0
  ys_types: 89
  ys_ff: 1
  async_reset_ff_share_pct: 0
  syn_avg_cell_area_um2: 8.351
global_route:
  antenna_found_initial: 1
  grt_overflow: 0
  grt_pass1_wl_mm: 106.1
  track_usage_pct: 27.44
  grt_pass1_vias: 18570
  grt_start_max_net_pins: 35
job:
  cap_violations: 0
  tool_warnings: 33
run_status:
  status: "complete, no violations"
die:
  core_area_mm2: 0.05287
  pin_count: 98
  die_area_mm2: 0.05484
  rows: 84
  fp_util_pct: 40.79
  die_y_um: 234.2
  die_w_um: 234.2
cells_and_area:
  final_common_cell: "inv_1"
  syn_to_final_growth_pct: 7.962
  drive_gt1_share_pct: 3.269
  design_area_mm2: 0.02328
  largest_register_ffs: 1
  mostFrequentLayoutCells: "inv_1, fa_1, nand2_1, and2_1, ha_1"
place:
  dp_hpwl_mm: 51.05
  placed_area_mm2: 0.02328
  dp_slack_ns: 18.65
  place_congestion: 0.9725
  port_buffers: 98
cts:
  cts_hold_buf: 0
  cts_resized: 0
  postCtsSetupRepairBufs: 0
hold_path:
  holdCritPathClass: "in2out"
critical path, delay by kind of cell:
family,cells,cell delay (ns)
AOI/OAI and AO/OA,7,2.14
xor gates and xnor gates,1,0.10
adders and majority gates,9,4.16
buffers and inverters,9,2.20
and+or+nand+nor,7,1.44
worst paths after layout:
check | startpoint | endpoint | slack (ns) | cells after the start
max | B[2] | Out[22] | 18.53 | 33
min | En | Out[22] | 20.28 | 5
layout make-up:
type	count	area, um2
fill	5174	29590
multi-input combinational	1851	18780
inverter	596	2237
timing repair buffer	152	1386
tap	688	860.8
sequential	1	15.01
antenna	1	2.502
logic make-up (layout without fill, tap and decap cells):
logic type	Yosys count	after routing	share of synthesized area (%)
AOI/OAI and AO/OA	278	278	8.983
and+or+nand+nor	832	832	19.44
adders and majority gates	671	671	55.75
other	0	1	0
muxes	7	7	0.3482
xor gates and xnor gates	63	63	2.559
latches	1	1	0.06961
buffers and inverters	730	748	12.85
synthesized netlist by cell type (5+ instances only):
cell | number | area (um2)
a211oi_1 | 5 | 37.54
a21o_1 | 26 | 195.2
a21oi_1 | 76 | 380.4
a221oi_1 | 11 | 96.34
and2_1 | 259 | 1620
and3_1 | 8 | 50.05
buf_2 | 15 | 75.07
clkbuf_1 | 114 | 427.9
fa_1 | 483 | 9669
ha_1 | 188 | 2352
inv_1 | 593 | 2226
mux2i_1 | 6 | 60.06
nand2_1 | 324 | 1216
nand3_1 | 27 | 135.1
nand3b_1 | 6 | 45.04
nand4_1 | 23 | 143.9
nor2_1 | 94 | 352.8
nor2b_1 | 9 | 56.30
nor3_1 | 26 | 130.1
nor3b_1 | 7 | 52.55
nor4_1 | 20 | 125.1
o211a_1 | 5 | 50.05
o211ai_1 | 11 | 82.58
o21a_1 | 5 | 37.54
o21ai_0 | 54 | 270.3
o21ai_1 | 5 | 25.02
o21bai_1 | 8 | 60.06
o221ai_1 | 5 | 43.79
xnor2_1 | 36 | 315.3
xor2_1 | 27 | 236.5
per-stage QoR:
step | hold WS (ns) | util, % | cells
final | 20.28 | 44.03 | 3289
after global routing | 20.32 | 44.03 | 3288
after CTS | 20.28 | 44.03 | 3288
after detailed placement | 20.27 | 44.03 | 3288
after global placement | 20.28 | 44.03 | 3288
after floorplan | 19.17 | - | 2582
routing by layer:
| metal | share of wire [%] | wire length, um | GRT usage, % |
|---|---|---|---|
| met1 | 38 | 25620 | 35.71 |
| met2 | 48 | 32130 | 43.50 |
| met3 | 11 | 7097 | 11.47 |
| met4 | 3.1 | 2054 | 6.798 |
| met5 | 0 | 0 | 0 |
